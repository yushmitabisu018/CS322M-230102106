[flow/run.sh]
#!/bin/bash
# OpenROAD 26Q1-2900-gdf79404cd8, Yosys 0.63+post, stock flow scripts
make -C /OpenROAD-flow-scripts/flow DESIGN_CONFIG=/design/flow/config.mk WORK_HOME=/design/flow/orfs finish
[flow/config.mk]
export PLATFORM = sky130hd
export DESIGN_NAME = riscv_single
export DESIGN_NICKNAME = riscv_single
export VERILOG_FILES = /design/flow/design.v
export SDC_FILE = /design/flow/constraint.sdc
export NUM_CORES = 4
export LEC_CHECK = 1
export CORE_UTILIZATION = 30
export SYNTH_HDL_FRONTEND = slang
[flow/constraint.sdc]
current_design riscv_single

set clk_period 37.9
set clk_io_pct 0.2

create_clock -name clk0 -period $clk_period [get_ports {clk}]

set non_clock_inputs [all_inputs -no_clocks]
set_input_delay [expr $clk_period * $clk_io_pct] -clock clk0 $non_clock_inputs
set_output_delay [expr $clk_period * $clk_io_pct] -clock clk0 [all_outputs]
[flow/design.v]
module riscv_single (
  input  logic clk,
  input  logic reset,
  output logic [31:0]  imem_addr,
  input  logic [31:0]  imem_rdata,
  output logic [31:0]  dmem_addr,
  output logic [31:0]  dmem_wdata,
  input  logic [31:0]  dmem_rdata,
  output logic         dmem_we
);
  logic [31:0] pc, pc_next;
  logic [6:0]  opcode;
  logic [4:0]  rd_idx, rs1_idx, rs2_idx;
  logic [2:0]  funct3;
  logic [6:0]  funct7;
  logic [31:0] rs1_val, rs2_val, regfile_wdata;
  logic        regfile_we;
  logic [31:0] alu_result;
  logic signed [31:0] s1, s2;
  always_ff @(posedge clk or posedge reset) begin
    if (reset)
      pc <= 32'h0;
    else
      pc <= pc_next;
  end
  assign imem_addr = pc;  
  assign opcode  = imem_rdata[6:0];
  assign rd_idx  = imem_rdata[11:7];
  assign funct3  = imem_rdata[14:12];
  assign rs1_idx = imem_rdata[19:15];
  assign rs2_idx = imem_rdata[24:20];
  assign funct7  = imem_rdata[31:25];
  logic [31:0] regfile [0:31];
  assign rs1_val = regfile[rs1_idx];
  assign rs2_val = regfile[rs2_idx];
  always_ff @(posedge clk) begin
    if (reset) begin
      for (int i = 0; i < 32; i++) regfile[i] <= 32'b0;
    end else if (regfile_we && rd_idx != 0) begin  
      regfile[rd_idx] <= regfile_wdata;
    end
  end
  typedef enum logic [4:0] {
    ALU_NOP   = 5'h00, ALU_ADD   = 5'h01, ALU_SUB   = 5'h02,
    ALU_AND   = 5'h03, ALU_OR    = 5'h04, ALU_XOR   = 5'h05,
    ALU_SLT   = 5'h06, ALU_SLTU  = 5'h07, ALU_SLL   = 5'h08,
    ALU_SRL   = 5'h09, ALU_SRA   = 5'h0A,
    ALU_ANDN  = 5'h10, ALU_ORN   = 5'h11, ALU_XNOR  = 5'h12,
    ALU_MIN   = 5'h13, ALU_MAX   = 5'h14, ALU_MINU  = 5'h15,
    ALU_MAXU  = 5'h16, ALU_ROL   = 5'h17, ALU_ROR   = 5'h18,
    ALU_ABS   = 5'h19
  } alu_op_t;
  alu_op_t current_alu_op;
  always_comb begin
    regfile_we      = 1'b0;
    dmem_we         = 1'b0;
    current_alu_op = ALU_NOP;
    pc_next         = pc + 4;  
    case (opcode)
      7'b0001011: begin  
        regfile_we = 1'b1;  
        dmem_we    = 1'b0;  
        unique case ({funct7, funct3})
          {7'b0000000, 3'b000}: current_alu_op = ALU_ANDN;  
          {7'b0000000, 3'b001}: current_alu_op = ALU_ORN;   
          {7'b0000000, 3'b010}: current_alu_op = ALU_XNOR;  
          {7'b0000001, 3'b000}: current_alu_op = ALU_MIN;   
          {7'b0000001, 3'b001}: current_alu_op = ALU_MAX;   
          {7'b0000001, 3'b010}: current_alu_op = ALU_MINU;  
          {7'b0000001, 3'b011}: current_alu_op = ALU_MAXU;  
          {7'b0000010, 3'b000}: current_alu_op = ALU_ROL;   
          {7'b0000010, 3'b001}: current_alu_op = ALU_ROR;   
          {7'b0000011, 3'b000}: current_alu_op = ALU_ABS;   
          default: begin
            current_alu_op = ALU_NOP;  
            regfile_we      = 1'b0;
          end
        endcase
      end
      7'b0110011: begin  
        regfile_we = 1'b1;
        unique case ({funct7, funct3})
          {7'b0000000, 3'b000}: current_alu_op = ALU_ADD;
          {7'b0100000, 3'b000}: current_alu_op = ALU_SUB;
          {7'b0000000, 3'b111}: current_alu_op = ALU_AND;
          {7'b0000000, 3'b110}: current_alu_op = ALU_OR;
          {7'b0000000, 3'b100}: current_alu_op = ALU_XOR;
          {7'b0000000, 3'b010}: current_alu_op = ALU_SLT;
          {7'b0000000, 3'b011}: current_alu_op = ALU_SLTU;
          {7'b0000000, 3'b001}: current_alu_op = ALU_SLL;
          {7'b0000000, 3'b101}: current_alu_op = ALU_SRL;
          {7'b0100000, 3'b101}: current_alu_op = ALU_SRA;
          default: current_alu_op = ALU_NOP;
        endcase
      end
      default: begin
        current_alu_op = ALU_NOP;  
      end
    endcase
  end
  assign s1 = rs1_val;
  assign s2 = rs2_val;
  always_comb begin
    alu_result = 32'b0;
    case (current_alu_op)
      ALU_ADD:   alu_result = rs1_val + rs2_val;
      ALU_SUB:   alu_result = rs1_val - rs2_val;
      ALU_AND:   alu_result = rs1_val & rs2_val;
      ALU_OR:    alu_result = rs1_val | rs2_val;
      ALU_XOR:   alu_result = rs1_val ^ rs2_val;
      ALU_SLT:   alu_result = (s1 < s2) ? 32'd1 : 32'd0;
      ALU_SLTU:  alu_result = (rs1_val < rs2_val) ? 32'd1 : 32'd0;
      ALU_SLL:   alu_result = rs1_val << rs2_val[4:0];
      ALU_SRL:   alu_result = rs1_val >> rs2_val[4:0];
      ALU_SRA:   alu_result = s1 >>> rs2_val[4:0]; 
      ALU_ANDN:  alu_result = rs1_val & ~rs2_val;
      ALU_ORN:   alu_result = rs1_val | ~rs2_val;
      ALU_XNOR:  alu_result = ~(rs1_val ^ rs2_val);
      ALU_MIN:   alu_result = (s1 < s2) ? rs1_val : rs2_val;       
      ALU_MAX:   alu_result = (s1 > s2) ? rs1_val : rs2_val;       
      ALU_MINU:  alu_result = (rs1_val < rs2_val) ? rs1_val : rs2_val;  
      ALU_MAXU:  alu_result = (rs1_val > rs2_val) ? rs1_val : rs2_val;  
      ALU_ROL: begin
        logic [4:0] sh = rs2_val[4:0];
        alu_result = (sh == 0) ? rs1_val :
                     ((rs1_val << sh) | (rs1_val >> (32 - sh)));
      end
      ALU_ROR: begin
        logic [4:0] sh = rs2_val[4:0];
        alu_result = (sh == 0) ? rs1_val :
                     ((rs1_val >> sh) | (rs1_val << (32 - sh)));
      end
      ALU_ABS: begin
        alu_result = (s1 >= 0) ? rs1_val : (0 - rs1_val); 
      end
      default: alu_result = 32'b0;
    endcase
  end
  assign regfile_wdata = alu_result;
  assign dmem_addr  = alu_result; 
  assign dmem_wdata = rs2_val; 
endmodule
==> results.rst <==
Physical design figures
=======================

.. list-table::
   :header-rows: 1

   * - Metric
     - Value
   * - Run status
     - complete, no violations
   * - Combinational cell fraction of total power
     - a little over a quarter
   * - Levels on crit path
     - 22
   * - Flops out of synthesis
     - 1054
   * - Quantity of hold-fixing buffers added after cts
     - 0
   * - Worst slew margin relative to its limit
     - 30.09%
   * - Layout area overhead
     - 13.10%
   * - Total non-filler cell area in the finished layout
     - 74740 sq um
   * - Hold Path Cell Cnt
     - 1
   * - Die Size
     - ~220000 sq um
   * - Via count of the first global-routing pass
     - about 55000
   * - Tally of non-filler cells in the final layout
     - 8720
   * - Worst Setup Start Kind
     - input port
   * - Post-Route Setup TNS
     - 0 ns
   * - Net switching component of the power
     - 1.145 mW
   * - R2R depth
     - 18
   * - I/O pin total
     - 163
   * - Number of flops mapped to enable cells by yosys
     - 1024
   * - Critical path arrival
     - roughly 17 ns
   * - Launch point of the worst path
     - imem_rdata[17]
   * - Initial antenna violation count
     - 10
   * - Die y size
     - 471.3 um
   * - Element type at the critical path end
     - output port
   * - TritonCTS clock tree
     - yes
   * - Worst slack at placement
     - between 10 and 15 ns
   * - Maximum ir drop on the vdd rail
     - approximately 0.036 mV
   * - Pins over their slew limit
     - 0
   * - Startpoint of the worst hold path
     - imem_addr[31]
   * - Tally of max-capacitance violations
     - 0
   * - Total global routing overflow
     - 0
   * - Die Span X
     - 471.3 um
   * - Core utilization of the finished layout
     - 34.28%
   * - Detailed Route WL
     - 310200 um
   * - Worst reg2reg startpoint
     - regfile[29][13]
   * - Class of the most critical setup path
     - in2out
   * - Wire length of the first global-routing pass
     - 427500 um
   * - Number of nets with antenna violations after routing
     - 0
   * - Detailed Routing Iterations Pass 1
     - 6
   * - Share of power burned in registers
     - 39.3%
   * - Leakage component of the power
     - 27.01 nW
   * - Avg WL per Cell
     - 35.57 um
   * - Top_reg_cell synth
     - sky130_fd_sc_hd__edfxtp_1
   * - DR vias
     - 54058
   * - Instance tally after logic synthesis
     - 5747
   * - Effective utilization at floorplan
     - 30.31%
   * - Post-route DRC
     - 0
   * - Number of logged tool warnings
     - 90
   * - Top cell by count, worst path
     - sky130_fd_sc_hd__buf_4
   * - Port buffer count
     - 127
   * - Post-synth design cell area
     - 66080 sq um
   * - DRC violation total after the first TritonRoute iteration
     - between 5000 and 6000
   * - Count of different cell masters after synthesis
     - 110
   * - Minimum hold slack
     - 0.4801 ns
   * - CP Max Fanout
     - roughly 43
   * - Worst endpoint required time
     - between 30 and 40 ns
   * - Cells traversed along the worst timing path
     - buf_8, buf_4, buf_4, buf_4, mux4_2, a22oi_2, nand4_4, ha_1, a21o_1, a31o_2, a2111o_1, a211oi_1, a21o_1, o22ai_1, nor3b_2, buf_4, a21oi_1, a2111oi_0, o2111a_1, buf_4, inv_1, clkdlybuf4s50_1
   * - Least-Margin Pin Slew
     - between 1 and 1.5 ns
   * - Vias per inst
     - approximately 6.2
   * - Cell total in the yosys stat output
     - around 5700
   * - Clock root buffer
     - sky130_fd_sc_hd__clkbuf_16
   * - Cell with the most instances after synthesis
     - sky130_fd_sc_hd__nor2_1
   * - GR met1 Demand/Resource
     - 31.39%
   * - Internal power contribution
     - 2.257 mW
   * - Worst path slowest cell
     - sky130_fd_sc_hd__ha_1
   * - Pin count of the biggest net entering global routing
     - between 80 and 90
   * - Family of cells with the greatest summed delay on the critical path
     - buffers and inverters
   * - Min cycle time layout
     - 24.48 ns
   * - Clock tree skew after final layout
     - 0.06389 ns
   * - Power Total
     - around 3.4 mW
   * - Total cell area reported by yosys after synthesis
     - between 60000 and 70000 sq um
   * - Avg Synthesized Cell Area
     - ~11 sq um
   * - # clock sinks
     - ~1100
   * - Met3 Resource Use GR
     - 21.85%
   * - Dpl hpwl
     - 203800 um
   * - Setup repair after global routing missed its margin
     - false
   * - Gr busiest metal
     - met2
   * - Commonest cells in the synthesized netlist
     - sky130_fd_sc_hd__nor2_1, sky130_fd_sc_hd__edfxtp_1, sky130_fd_sc_hd__mux2i_1
   * - Max Buffers Root-to-Sink
     - 3
   * - Placed instance count
     - 8519
   * - Sequential share of the synthesized area
     - a little under half
   * - CTS H-tree lvls
     - 3
   * - Cell row count
     - 171
   * - Share of total power consumed by net switching
     - 33.66%
   * - Number of gates resized after CTS
     - 0
   * - Setup slack of the worst register-to-register path
     - 30.68 ns
   * - Fraction of met2 tracks used by global routing
     - 40.32%
   * - Gp weighted congestion
     - ~1.1
   * - Total clock buffers created by CTS
     - between 100 and 150
   * - Post-route setup slack
     - 13.42 ns
   * - Setup Buffers After CTS
     - 0
   * - Clock network latency to the later pin of the worst-skew pair
     - about 0.76 ns
   * - Fraction of post-synthesis cell area in the top cell type by area
     - 46.53%
   * - Async set-or-reset flop fraction in the synthesized netlist
     - 2.846%
   * - Number of failing setup endpoints in the final timing report
     - 0
   * - Tightest Hold Check Type
     - reg2reg
   * - CP peak stage delay
     - 0.75 ns
   * - Placeable core region
     - approximately 220000 sq um
   * - Synth Warn #
     - 10
   * - Top cell type by total area after synthesis
     - sky130_fd_sc_hd__edfxtp_1
   * - Overall fraction of global-route tracks in use
     - 29.02%
   * - Relative contribution of the clock network to total power
     - 33.6%
   * - Main area contributors
     - sky130_fd_sc_hd__edfxtp_1, sky130_fd_sc_hd__mux4_2, sky130_fd_sc_hd__mux2i_1, sky130_fd_sc_hd__nor2_1, sky130_fd_sc_hd__a22oi_1
   * - Total cell area at the placement stage
     - 71000 sq um
   * - Fmax
     - 40.86 MHz
   * - Pwr per Cell Area
     - ~46 nW/um^2
   * - CTS clock-pin slew for the worst setup and hold paths
     - 0.07 ns
   * - Critical path buffers and inverters
     - 8
   * - Ratio of cells with drive above 1 in the final layout
     - roughly a fifth
   * - Final number of hold-violating endpoints
     - 0
   * - Period utilization
     - between 60% and 70%
[power groups by stage]
stage	clock (mW)	sequential, mW	combinational, mW
6_report	1.14	1.34	0.922
5_1_grt	1.19	1.34	0.953
4_1_cts	1.15	1.34	0.889
[area by class of cell]
class / instances / area (sq um)
Multi-Input combinational cell: 4066 / 31940
Clock buffer: 122 / 2755
Clock inverter: 72 / 969.7
Fill cell: 21054 / 143300
Timing Repair Buffer: 426 / 3536
Tap cell: 2854 / 3571
Sequential cell: 1054 / 31500
Antenna cell: 7 / 17.52
Inverter: 119 / 452.9
[registers in the layout, summed over array words and instances, names as in the netlist]
signal     cells
regfile     1024
imem_addr     30
[cell families after synthesis]
logic type	share of synthesized area (%)
compound gates	11.08
xor+xnor	0.6097
fa+ha+maj	1.310
buf+inv	4.836
flops	47.67
mux	20.78
other cells	0.005675
simple gates	13.70
[path summary, 6_finish.rpt]
| path | to |
|---|---|
| min reg2reg | imem_addr[31] |
| min in group asynchronous | imem_addr[2] |
| max in group asynchronous | imem_addr[23] |
| max reg2reg | regfile[29][16] |
| max | dmem_addr[27] |
| min | imem_addr[31] |
[cell usage in the layout (no fill, tap or decap), types with 19 or more instances in the layout]
cell type / n
sky130_fd_sc_hd__nand2_2: 62
sky130_fd_sc_hd__nand4_1: 39
sky130_fd_sc_hd__nand3_1: 135
sky130_fd_sc_hd__o22ai_1: 48
sky130_fd_sc_hd__nor2_2: 30
sky130_fd_sc_hd__o21ai_0: 121
sky130_fd_sc_hd__a21oi_1: 181
sky130_fd_sc_hd__a22oi_1: 221
sky130_fd_sc_hd__mux4_2: 380
sky130_fd_sc_hd__o211ai_1: 30
sky130_fd_sc_hd__inv_2: 34
sky130_fd_sc_hd__edfxtp_1: 1024
sky130_fd_sc_hd__nand2b_1: 28
sky130_fd_sc_hd__a31oi_1: 28
sky130_fd_sc_hd__and4_1: 20
sky130_fd_sc_hd__nor3_1: 69
sky130_fd_sc_hd__conb_1: 35
sky130_fd_sc_hd__clkinv_1: 19
sky130_fd_sc_hd__o31ai_1: 25
sky130_fd_sc_hd__xnor2_1: 35
sky130_fd_sc_hd__bufinv_16: 21
sky130_fd_sc_hd__and3_1: 29
sky130_fd_sc_hd__mux2_2: 52
sky130_fd_sc_hd__nor2b_1: 22
sky130_fd_sc_hd__o2111ai_1: 22
sky130_fd_sc_hd__mux2i_1: 453
sky130_fd_sc_hd__clkbuf_16: 108
sky130_fd_sc_hd__clkdlybuf4s50_1: 119
sky130_fd_sc_hd__nor2_1: 1157
sky130_fd_sc_hd__inv_1: 81
sky130_fd_sc_hd__a211oi_1: 44
sky130_fd_sc_hd__a21o_1: 24
sky130_fd_sc_hd__dfrtp_1: 30
sky130_fd_sc_hd__buf_4: 301
sky130_fd_sc_hd__nand2_1: 252
sky130_fd_sc_hd__ha_1: 66
[metal layers]
layer | up-vias | part of all wire, %
li1 | 21963 | -
met2 | 4746 | 42
met4 | 44 | 7.3
met5 | - | 0.51
met1 | 26159 | 32
met3 | 1146 | 19
Power and IR drop assume default switching activity.
