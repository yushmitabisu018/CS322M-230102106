File: /design/flow/config.mk
export PLATFORM = sky130hd
export DESIGN_NAME = traffic_light
export DESIGN_NICKNAME = traffic_light
export VERILOG_FILES = /design/flow/design.v
export SDC_FILE = /design/flow/constraint.sdc
export NUM_CORES = 4
export LEC_CHECK = 1
export CORE_AREA = 10 10 70 70
export DIE_AREA = 0 0 80 80
export SYNTH_HDL_FRONTEND = slang
File: /design/flow/constraint.sdc
current_design traffic_light

set clk_period 1.8
set clk_io_pct 0.2

create_clock -name clk0 -period $clk_period [get_ports {clk}]

set non_clock_inputs [all_inputs -no_clocks]
set_input_delay [expr $clk_period * $clk_io_pct] -clock clk0 $non_clock_inputs
set_output_delay [expr $clk_period * $clk_io_pct] -clock clk0 [all_outputs]
File: /design/flow/design.v
module traffic_light(
    input wire clk,
    input wire rst, 
    input wire tick, 
    output reg ns_g, ns_y, ns_r,
    output reg ew_g, ew_y, ew_r
);
    localparam S_NS_G = 2'b00;
    localparam S_NS_Y = 2'b01;
    localparam S_EW_G = 2'b10;
    localparam S_EW_Y = 2'b11;
    localparam integer DUR_NS_G = 5;
    localparam integer DUR_NS_Y = 2;
    localparam integer DUR_EW_G = 5;
    localparam integer DUR_EW_Y = 2;
    reg [1:0] state, next_state;
    reg [3:0] phase_cnt;  
    always @(posedge clk) begin
        if (rst) begin
            state <= S_NS_G;
            phase_cnt <= 0;
        end else begin
            if (tick) begin
                if (state == S_NS_G) begin
                    if (phase_cnt == DUR_NS_G - 1) begin
                        state <= S_NS_Y;
                        phase_cnt <= 0;
                    end else begin
                        phase_cnt <= phase_cnt + 1;
                    end
                end else if (state == S_NS_Y) begin
                    if (phase_cnt == DUR_NS_Y - 1) begin
                        state <= S_EW_G;
                        phase_cnt <= 0;
                    end else begin
                        phase_cnt <= phase_cnt + 1;
                    end
                end else if (state == S_EW_G) begin
                    if (phase_cnt == DUR_EW_G - 1) begin
                        state <= S_EW_Y;
                        phase_cnt <= 0;
                    end else begin
                        phase_cnt <= phase_cnt + 1;
                    end
                end else begin  
                    if (phase_cnt == DUR_EW_Y - 1) begin
                        state <= S_NS_G;
                        phase_cnt <= 0;
                    end else begin
                        phase_cnt <= phase_cnt + 1;
                    end
                end
            end
        end
    end
    always @(*) begin
        ns_g = 0; ns_y = 0; ns_r = 0;
        ew_g = 0; ew_y = 0; ew_r = 0;
        case (state)
            S_NS_G: begin
                ns_g = 1; ns_y = 0; ns_r = 0;
                ew_g = 0; ew_y = 0; ew_r = 1;
            end
            S_NS_Y: begin
                ns_g = 0; ns_y = 1; ns_r = 0;
                ew_g = 0; ew_y = 0; ew_r = 1;
            end
            S_EW_G: begin
                ns_g = 0; ns_y = 0; ns_r = 1;
                ew_g = 1; ew_y = 0; ew_r = 0;
            end
            S_EW_Y: begin
                ns_g = 0; ns_y = 0; ns_r = 1;
                ew_g = 0; ew_y = 1; ew_r = 0;
            end
            default: begin
                ns_g = 0; ns_y = 0; ns_r = 1;
                ew_g = 0; ew_y = 0; ew_r = 1;
            end
        endcase
    end
endmodule
File: /design/flow/run.sh
#!/bin/bash
# OpenROAD 26Q1-2900-gdf79404cd8, Yosys 0.63+post, stock flow scripts
make -C /OpenROAD-flow-scripts/flow DESIGN_CONFIG=/design/flow/config.mk WORK_HOME=/design/flow/orfs finish
==> flow_summary.json <==
{
  "drtAntennaViolNets": 0,
  "firstDrtPassIters": 3,
  "arrival_ns": 1.41,
  "cellLeakagePower_nw": 0.244,
  "ys_cells": 58,
  "dpl.hpwl_um": 815,
  "cts.reportedPaths.clkPinSlew_ns": 0.05,
  "ys_sh_aoi_pct": 17.2,
  "drt_iter0_markers": 11,
  "netlist_top_cells_count": "nor2_1 (11), dfxtp_1 (8), ha_1 (4), inv_1 (4), nand2_1 (4)",
  "area_leaders": "dfxtp_1 (32%), ha_1 (10%), nor2_1 (8.3%)",
  "top_area_share_pct": 32.3,
  "adder_share_pct": 10.1,
  "placedCellCount": 111,
  "grt_use_total_pct": 3.44,
  "p_per_area_nw_per_um2": 583,
  "drc": 0,
  "die_h_um": 80,
  "yosys_warnings": 0,
  "outcome": "finished, final reports clean",
  "ys_types": 29,
  "port_buffers": 8,
  "syn_avg_cell_area_um2": 8.54,
  "layout-drive-gt1-share_pct": 19.1,
  "grt_pass1_vias": 417,
  "cp.required_ns": 1.44,
  "r2r_start": "phase_cnt[0]",
  "crit_fanout": 4,
  "fillCellCount": 388,
  "finalPower_mw": 0.388,
  "finalMaxSlewViolations": 0,
  "logic_area_um2": 313,
  "edf_count": 0,
  "hold_viol": 0,
  "core_um2": 3420,
  "synthArstFlopShare_pct": 0,
  "tns_ns": 0,
  "wl_per_cell_um": 9.05,
  "whs_ns": 0.539,
  "rows": 21,
  "flop_area_um2": 164,
  "max-slew-margin-rel_pct": 74.1,
  "min_path_type": "register to register",
  "netlist_area_um2": 495,
  "yosysChipArea_um2": 495,
  "n_antenna_cell": 0,
  "postPlaceCellArea_um2": 632,
  "fmax_mhz": 564,
  "synthCells": 58,
  "clk_latency_ns": 0.25,
  "clock_path_buffers": 2,
  "most_common_cell": "nor2_1",
  "warnings": 29,
  "finalClockSkew_ns": 0.000805,
  "setup_violations": 0,
  "grt_max_degree": 11,
  "cp-end-kind": "output port",
  "areaGrowthSynthToFinish_pct": 34.3,
  "cts_buffers": 3,
  "cap_violations": 0,
  "hold_start": "phase_cnt[1]",
  "ys_sh_mux_pct": 7.32,
  "synth-main-ff-cell": "dfxtp_1",
  "top_logic_kind": "simple AND/OR/NAND/NOR gates",
  "vias": 419,
  "critPathLaunch": "state[1]",
  "antenna_found_initial": 0,
  "fin_cells": 114,
  "tritoncts": "built",
  "die_area_um2": 6400,
  "htreeDepth": 1,
  "tightest_slew_ns": 0.387,
  "rsz0062_at_grt": "true",
  "critPathKind": "register to output port",
  "crit_path_start_kind": "register",
  "root_buffer": "clkbuf_4",
  "die_w_um": 80,
  "period_minus_slack_ns": 1.77,
  "xor_share_pct": 0,
  "via_per_inst": 3.68,
  "synth_area_leader_cell": "dfxtp_1",
  "simple_gate_area_share_pct": 27.5,
  "io_pins": 9,
  "grt_pass1_wl_um": 1800,
  "globalplace.congestion": 0.848,
  "fp_util_pct": 14.5,
  "vdd_ir_drop_max_mv": 0.354,
  "ys.flops": 8,
  "cts_num_sinks": 8,
  "routed_wl_um": 1030,
  "overflow": 0,
  "design_area_um2": 666,
  "finalCritPeriodShare_pct": 98.5,
  "ys_seq_share_pct": 32.3
}
[routing by layer]
metal,track usage (%),vias up,wire length [um]
met3,2.39,0,136
met5,0,-,0
li1,-,224,-
met2,4.25,13,331
met1,4.83,182,564
met4,0.352,0,0
[placed cells by master, fill, tap and decap left out, types with 2 or more instances in the layout]
master            n
clkdlybuf4s50_1   7
inv_1             4
clkbuf_4          3
a22oi_1           3
nand3b_1          2
dfxtp_1           7
ha_1              4
nand2_1           4
nor2_1           10
[sequential cells by signal (all words and copies together) (netlist names)]
register and cells:
state 4, phase_cnt 4
[cells by family after synthesis]
kind of cell / count (synthesis)
simple gates: 26
compound gates: 10
flops: 8
buf+inv: 7
fa+ha+maj: 4
mux: 3
[final timing paths]
| path | cells past startpoint | endpoint | slack (ns) |
|---|---|---|---|
| worst max-delay path | 3 | ns_y | 0.03 |
| worst min-delay path | 2 | phase_cnt[1] | 0.54 |
| worst max register to register | 6 | phase_cnt[2] | 0.33 |
| worst min register to register | 2 | phase_cnt[1] | 0.54 |
[critical path, stage by stage (launching register included)]
cell,delay (ns)
dfxtp_4,0.35
or2_4,0.27
nor2_2,0.08
clkdlybuf4s50_1,0.47
[power by group]
group	switching (mW)	total, mW	internal [mW]	leakage (nW)
Combinational	0.0303	0.0610	0.0307	0.164
Clock	0.0590	0.135	0.0762	0.0138
Sequential	0.00951	0.192	0.182	0.0659
[layout make-up]
type | count | area share (%)
multi-input cells | 43 | 47.0
flip-flops and latches | 8 | 24.6
repair buffers | 9 | 13.5
well taps | 46 | 8.65
clock buffers | 3 | 3.38
inverters | 5 | 2.82
[timing repair]
action,in CTS,in global routing
pin swaps,0,0
buffers inserted,0,0
hold buffers,0,0
resized,2,3
setup endpoints to repair,3,2
[per-stage QoR]
step | worst slack [ns] | utilization, %
floorplan | 0.487 | -
global placement | 0.190 | 18.5
detailed placement | 0.185 | 18.5
CTS | 0.00690 | 19.3
global route | -0.0382 | 19.5
finish | 0.0276 | 19.5
Power is estimated from default activity; no workload was simulated.
