==> flow/design.v <==
module link_top(
    input  wire clk,
    input  wire rst,
    output wire done
);
wire req;
wire ack;
wire [7:0] data;
wire [7:0] last_byte;
master_fsm master_inst(
    .clk(clk),
    .rst(rst),
    .ack(ack),
    .req(req),
    .data(data),
    .done(done)
);
slave_fsm slave_inst(
    .clk(clk),
    .rst(rst),
    .req(req),
    .data_in(data),
    .ack(ack),
    .last_byte(last_byte)
);
endmodule
module master_fsm(
    input  wire       clk,
    input  wire       rst, 
    input  wire       ack,
    output wire       req,
    output wire [7:0] data,
    output wire       done 
);
reg req_r;
reg [7:0] data_r;
reg done_r;
reg [1:0] byte_idx;
reg [2:0] state;
assign req  = req_r;
assign data = data_r;
assign done = done_r;
localparam S_REQ        = 3'd0;
localparam S_WAIT_ACK_DROP = 3'd1;
localparam S_DONE       = 3'd2;
localparam S_IDLE       = 3'd3;
always @(posedge clk) begin
    if (rst) begin
        req_r   <= 1'b0;
        data_r  <= 8'hA0; 
        done_r  <= 1'b0;
        byte_idx<= 2'd0;
        state   <= S_REQ; 
    end else begin
        done_r <= 1'b0;
        case (state)
            S_REQ: begin
                req_r <= 1'b1;
                data_r<= 8'hA0 + byte_idx;
                if (ack) begin
                    state <= S_WAIT_ACK_DROP;
                end
            end
            S_WAIT_ACK_DROP: begin
                req_r <= 1'b0;
                if (!ack) begin
                    if (byte_idx == 2'd3) begin
                        state <= S_DONE;
                    end else begin
                        byte_idx <= byte_idx + 1'b1;
                        state <= S_REQ;
                    end
                end
            end
            S_DONE: begin
                done_r <= 1'b1; 
                state <= S_IDLE;
            end
            S_IDLE: begin
                req_r <= 1'b0;
            end
            default: state <= S_REQ;
        endcase
    end
end
endmodule
module slave_fsm(
    input  wire       clk,
    input  wire       rst, 
    input  wire       req,
    input  wire [7:0] data_in,
    output wire       ack,
    output wire [7:0] last_byte
);
reg ack_r;
reg [7:0] last_byte_r;
reg [1:0] ack_cnt;
reg [1:0] state;
assign ack = ack_r;
assign last_byte = last_byte_r;
localparam WAITREQ = 2'd0;
localparam ASSERT1 = 2'd1;  
localparam ASSERT2 = 2'd2;  
localparam WAITDROP = 2'd3;  
always @(posedge clk) begin
    if (rst) begin
        ack_r <= 1'b0;
        last_byte_r <= 8'd0;
        ack_cnt <= 2'd0;
        state <= WAITREQ;
    end else begin
        case (state)
            WAITREQ: begin
                ack_r <= 1'b0;
                ack_cnt <= 2'd0;
                if (req) begin
                    last_byte_r <= data_in;
                    ack_r <= 1'b1;
                    ack_cnt <= 2'd1;
                    state <= ASSERT2;
                end
            end
            ASSERT2: begin
                ack_r <= 1'b1;
                ack_cnt <= 2'd2;
                state <= WAITDROP;
            end
            WAITDROP: begin
                ack_r <= 1'b1;
                if (!req) begin
                    ack_r <= 1'b0;
                    ack_cnt <= 2'd0;
                    state <= WAITREQ;
                end
            end
            default: state <= WAITREQ;
        endcase
    end
end
endmodule
==> flow/run.sh <==
#!/bin/bash
# OpenROAD 26Q1-2900-gdf79404cd8, Yosys 0.63+post, stock flow scripts
make -C /OpenROAD-flow-scripts/flow DESIGN_CONFIG=/design/flow/config.mk WORK_HOME=/design/flow/orfs finish
==> flow/config.mk <==
export PLATFORM = sky130hd
export DESIGN_NAME = link_top
export DESIGN_NICKNAME = link_top
export VERILOG_FILES = /design/flow/design.v
export SDC_FILE = /design/flow/constraint.sdc
export NUM_CORES = 4
export LEC_CHECK = 1
export CORE_AREA = 10 10 70 70
export DIE_AREA = 0 0 80 80
export SYNTH_HDL_FRONTEND = slang
==> flow/constraint.sdc <==
current_design link_top

set clk_period 1.8
set clk_io_pct 0.2

create_clock -name clk0 -period $clk_period [get_ports {clk}]

set non_clock_inputs [all_inputs -no_clocks]
set_input_delay [expr $clk_period * $clk_io_pct] -clock clk0 $non_clock_inputs
set_output_delay [expr $clk_period * $clk_io_pct] -clock clk0 [all_outputs]
==> results.cfg <==
; flow metrics
[placement]
portBuffers = 2
pre_cts_slack_ns = 0.4039
detailed_place_hpwl_um = 445.6
gp_routability_congestion = 0.7117
post_dp_cell_area_um2 = 478.0

[clock_network]
cts_tree = yes
cts_setup_buffers = 0
cts_made_buffers = 3
cts-hold-fix-buffers = 0
post_cts.resized_instances = 0
clockRootBuffer = sky130_fd_sc_hd__clkbuf_4
reg_clk_slew_reported_paths_ns = 0.06
clk-insertion-delay-late_ns = 0.26
cts-htree-levels = 1
tritoncts_num_sinks = 12
ctsLongestPathBuffers = 2

[detailed_routing]
first_drt_pass_iteration_count = 3
wl_um = 582
drt.antenna.violating_nets = 0
via_count = 247
drt_iter0_drc = 4
routed_wire_length_per_instance_um = 6.614
post_drt_via_cell_ratio = 2.807
drc = 0
antennaDiodeCount = 0

[floorplanning]
io-pin-count = 3
dieHeight_um = 80
placementRows = 21
starting_density = 0.1205
die_boundary_width_um = 80
die_outline_area_um2 = 6400
core_area_um2 = 3416

[worst_setup_path]
critPathLaunchType = flip-flop
cp_cell_sequence = clkdlybuf4s50_1
timing.critical_path.slowest_stage_cell = sky130_fd_sc_hd__clkdlybuf4s50_1
worst-endpoint-arrival_ns = 1.04
worstPathMaxFanout = 1
crit_buf_inv = 1
cp_data_required_time_ns = 1.44
setup.worst_path.class = reg2out
worst_r2r_startpoint = master_inst.byte_idx[0]
path_delay_family = buffers and inverters
timing.rr.end = master_inst.byte_idx[1]
cpPeakStageDelay_ns = 0.47
end_kind = primary output
reg2reg_slack_ns = 0.64
r2r_cells = 4

[power_and_ir_drop]
static-leakage-power_nw = 0.1789
power.density_cell_area_nw_per_um2 = 965.4
ir_worst_vdd_mv = 0.3198

[logic_synthesis]
ys_chip_area_um2 = 411.6
synth_area_per_cell_um2 = 10.83
synth_adder_area_share = 0.03040
simple_gate_area_frac = 0.2310
ys_seq_elements = 12
synth.cellmix.xorXnorShare = 0.02128
yosysCellCount = 38
syn-cell-area_um2 = 411.6
syn-instance-count = 38
post_synth_num_cell_types = 15
synth-compound-area-share = 0.07295
ys_top_logic_family = simple AND/OR/NAND/NOR gates
mux_area_frac = 0.02432
synth-seq-area-share = 0.5836
yosys_warnings = 0

[final_timing]
fmax_mhz = 712.3
final_period_minus_worst_setup_slack_ns = 1.404
layout_skew_ns = 0.0004024
setup_viol = 0
drv_slew = 0
finalClockPeriodUsage = 0.7799
slew_headroom = 0.7685
setup_total_negative_slack_ns = 0
holdWs_ns = 0.4308
hold_viol_final = 0
timing_worst_slew_pin_value_ns = 0.3461
grt_setup_unrepaired = false
worst_slack_ns = 0.3961

[final_layout]
n_fill_cell = 396
most_frequent_logic_cell_in_the_layout = sky130_fd_sc_hd__dfxtp_1
fin_area_um2 = 500.5
post_route_cells_drive_above_1_share = 0.1190
final_cell_mix = sky130_fd_sc_hd__dfxtp_1 (12), sky130_fd_sc_hd__nor2_1 (10), sky130_fd_sc_hd__a21oi_1 (3), sky130_fd_sc_hd__clkbuf_4 (3)
syn_to_final_growth_pct = 21.58

[global_routing]
initial_antenna_violation_count = 0
grt_pass1_wl_um = 1138
grt_usage = 0.02124
vias_in_the_first_global_route = 264
gr-total-overflow = 0
grt_start_max_net_pins = 12

[flow_run]
timing.max_cap.violations = 0
stage_log_warnings = 25

[hold_path]
holdPathStages = 1
holdCritStartpoint = master_inst.state[3]
whs_endpoint = master_inst.req
hp-class = reg2reg

[outcome]
run_status = completed
## flip-flops by register name (all words and copies together) (netlist names)
name,count
slave_inst.state,3
master_inst.done,1
master_inst.byte_idx,2
master_inst.req,1
slave_inst.ack,1
master_inst.state,4
## per-stage QoR
step | std cells | utilization | total power [mW]
after floorplan | 38 | - | 0.3298
after global placement | 85 | 0.1399 | 0.3349
after detailed placement | 85 | 0.1399 | 0.3372
after CTS | 88 | 0.1465 | 0.4921
after global routing | 88 | 0.1465 | 0.5146
final | 88 | 0.1465 | 0.4832
## per-layer routing
metal	up-vias	part of all wire	global-route usage
met3	0	0.038	0.009091
met4	0	0	0.008803
met5	-	0	0
met2	3	0.37	0.02408
li1	137	-	-
met1	107	0.59	0.03265
## worst max path at each step
| stage | from | end | cells after the start |
|---|---|---|---|
| final | master_inst.done | done | 1 |
| after global routing | master_inst.done | done | 1 |
| after CTS | master_inst.done | done | 1 |
## area by class of cell
cell class / instances / area (um^2) / share of cell area
Multi-Input combinational cell: 24 / 156.4 / 0.3125
Sequential cell: 12 / 240.2 / 0.4800
Clock buffer: 3 / 22.52 / 0.04500
Timing Repair Buffer: 2 / 20.02 / 0.04000
Inverter: 1 / 3.754 / 0.007500
Tap cell: 46 / 57.56 / 0.1150
## logic make-up after synthesis
logic type	count (synthesis)
AND/OR/NAND/NOR	16
flip-flops	12
AND-OR/OR-AND	5
buffers and inverters	2
XOR/XNOR	1
multiplexers	1
adder cells (fa/ha/maj)	1
## power by group
group          switching [mW]  internal (mW)
registers              0.0156          0.283
clock network          0.0745         0.0772
logic                  0.0152         0.0181
total                   0.105          0.378
## Yosys cell counts
cell type                   n  share of area
sky130_fd_sc_hd__a21oi_1    3          0.036
sky130_fd_sc_hd__nor3b_1    1          0.018
sky130_fd_sc_hd__o21bai_1   2          0.036
sky130_fd_sc_hd__dfxtp_1   12           0.58
sky130_fd_sc_hd__inv_1      1         0.0091
sky130_fd_sc_hd__nor4_1     1          0.015
sky130_fd_sc_hd__mux2i_1    1          0.024
sky130_fd_sc_hd__nor3b_4    1          0.046
sky130_fd_sc_hd__nor2b_1    1          0.015
sky130_fd_sc_hd__buf_6      1          0.027
sky130_fd_sc_hd__nor4b_2    1          0.036
sky130_fd_sc_hd__nor2_1    10          0.091
sky130_fd_sc_hd__xnor2_1    1          0.021
sky130_fd_sc_hd__ha_1       1          0.030
sky130_fd_sc_hd__nand2_1    1         0.0091
Power is estimated from default activity; no workload was simulated.
